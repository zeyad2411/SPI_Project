## config.mk

```make
export PLATFORM = sky130hd
export DESIGN_NAME = SPI_Wrapper
export DESIGN_NICKNAME = SPI_Wrapper
export VERILOG_FILES = /design/flow/design.v
export SDC_FILE = /design/flow/constraint.sdc
export NUM_CORES = 4
export LEC_CHECK = 1
export CORE_UTILIZATION = 40
```

## constraint.sdc

```tcl
current_design SPI_Wrapper

set clk_period 50.0
set clk_io_pct 0.2

create_clock -name clk0 -period $clk_period [get_ports {clk}]

set non_clock_inputs [all_inputs -no_clocks]
set_input_delay [expr $clk_period * $clk_io_pct] -clock clk0 $non_clock_inputs
set_output_delay [expr $clk_period * $clk_io_pct] -clock clk0 [all_outputs]
```

## design.v

```verilog
module RAM (
  din,
  clk,
  rst_n,
  rx_valid,
  dout,
  tx_valid
);
  parameter MEM_WIDTH = 8;
  parameter MEM_DEPTH = 256;
  parameter ADDR_SIZE = 8;
  input [MEM_WIDTH + 1 : 0] din;
  input clk, rst_n, rx_valid;
  output reg [MEM_WIDTH - 1 : 0] dout;     
  output reg tx_valid;                     
  reg [MEM_WIDTH - 1 : 0] mem [MEM_DEPTH - 1 : 0]; 
  reg [ADDR_SIZE-1:0] addr_rd, addr_wr;
  always @(posedge clk) begin
    if (rst_n == 0) begin
      dout <= 8'b0;
      tx_valid <= 0;
      addr_rd <= 8'b0;
      addr_wr <= 8'b0;
    end
    else begin
      case (din[9])
        0: begin
          if (rx_valid == 1) begin
            case (din[8])
              0: begin
                addr_wr <= din[7:0];   
                tx_valid <= 0;
              end
              1: begin
                mem[addr_wr] <= din[7:0];
                tx_valid <= 0;
              end
            endcase
          end
        end
        1: begin
          if (rx_valid == 1) begin
            case (din[8])
              0: begin
                addr_rd <= din[7:0];
                tx_valid <= 0;
              end
              1: begin
                dout <= mem[addr_rd];
                tx_valid <= 1;
              end
            endcase
          end
        end
      endcase
    end
  end
endmodule
module SPI_Slave (
input MOSI     ,
      tx_valid ,
      SS_n     ,
      clk      ,
      rst_n    ,
input [7:0] tx_data , 
output reg  MISO     ,
            rx_valid ,
output reg [9:0]  rx_data  
);
parameter IDLE      = 3'b000;
parameter CHK_CMD   = 3'b001;
parameter WRITE     = 3'b010;
parameter READ_DATA = 3'b011;
parameter READ_ADD  = 3'b100;
(* fsm_encoding = "one_hot" *)   
reg [2:0] cs , ns ;
reg ADD_or_DATA; 
reg [3:0] counter1;  
reg [2:0] counter2;  
reg [9:0] internal_data;  
always @(posedge clk)
begin
    if(~rst_n) 
        cs <= IDLE;
    else 
        cs <= ns ;
end
always @(*) begin
  case (cs)
    IDLE: begin
    if (SS_n) begin
        ns = IDLE;
    end
    else begin
      ns = CHK_CMD;
    end
    end 
    CHK_CMD: begin
        if (SS_n) begin
          ns = IDLE;
        end
        else begin
      case (MOSI)
       0: begin
         ns = WRITE;
       end
       1: begin
      case (ADD_or_DATA)
        0: begin
          ns = READ_ADD;
        end 
        1: begin
          ns = READ_DATA;
        end
      endcase
       end 
      endcase
        end
    end 
    WRITE: begin
      if (SS_n || (counter1 == 4'b1111)) begin
        ns = IDLE;
      end
      else
        ns = WRITE;
    end 
    READ_ADD: begin
       if (SS_n || (counter1 == 4'b1111)) begin
        ns = IDLE;
      end
      else
        ns = READ_ADD;
    end 
    READ_DATA: begin
       if (SS_n) begin
        ns = IDLE;
      end
      else
        ns = READ_DATA;
    end 
  endcase
end
    always @(posedge clk) begin
      if (~rst_n) begin
        rx_data <= 10'b0;
        rx_valid <= 0;
        ADD_or_DATA <= 0;  
        MISO <= 0; 
        counter1 <= 9;
        counter2 <= 7;
        internal_data <= 10'b0;
      end
      else begin
        if (cs == IDLE) begin
          counter1 <= 9;  
          counter2 <= 7;  
          internal_data <= 10'b0;  
          rx_valid <= 0;
        end
       if (cs == WRITE) begin  
         if (counter1 >= 0 ) begin
           internal_data[counter1] <= MOSI;
           counter1 <= counter1 - 1;
         end
         if (counter1 == 4'b1111) begin  
           rx_data <= internal_data;
           rx_valid <= 1;
         end
       end
        if (cs == READ_ADD) begin  
          if (counter1 >= 0 ) begin
           internal_data[counter1] <= MOSI;
           counter1 <= counter1 - 1;
         end
         if (counter1 == 4'b1111) begin  
           rx_data <= internal_data;
           rx_valid <= 1;
           ADD_or_DATA <= 1;
         end
        end
        if (cs == READ_DATA) begin
          if (counter1 >= 0 ) begin
           internal_data[counter1] <= MOSI;
           counter1 <= counter1 - 1;
         end
         if (counter1 == 4'b1111) begin  
           rx_data <= internal_data;
           rx_valid <= 1;
           counter1 <= 9 ;  
           counter2 <= 7;
         end
         if (rx_valid == 1) rx_valid <= 0;  
    if (tx_valid && (counter2 >= 0)) begin
      MISO <= tx_data[counter2];  
      counter2 <= counter2 -1 ;
    end
    if (counter2 == 3'b111) begin 
      ADD_or_DATA <= 0;  
    end
        end
      end
    end
endmodule
module SPI_Wrapper #(parameter MEM_DEPTH = 256, parameter ADDR_SIZE = 8)(
    input clk, ss_n, MOSI, rst_n,
    output MISO
);
wire [9:0] rxdata;
wire [7:0] txdata;
wire rx_valid, tx_valid;
SPI_Slave SPI (
    .MOSI(MOSI),
    .MISO(MISO),
    .clk(clk),
    .SS_n(ss_n),
    .rst_n(rst_n),
    .rx_data(rxdata),
    .tx_data(txdata),
    .rx_valid(rx_valid),
    .tx_valid(tx_valid)
);
RAM #(
    .MEM_DEPTH(MEM_DEPTH),
    .ADDR_SIZE(ADDR_SIZE)
) Ram (
    .din(rxdata),
    .dout(txdata),
    .clk(clk),
    .rx_valid(rx_valid),
    .tx_valid(tx_valid),
    .rst_n(rst_n)
);
endmodule
```

## run.sh

```bash
#!/bin/bash
# OpenROAD 26Q1-2900-gdf79404cd8, Yosys 0.63+post, stock flow scripts
make -C /OpenROAD-flow-scripts/flow DESIGN_CONFIG=/design/flow/config.mk WORK_HOME=/design/flow/orfs finish
```

==> GITHUB_STEP_SUMMARY <==
## PnR job results

| Metric | Value |
|---|---|
| YS chip area | 82800 um^2 |
| Max Transition Viols Final | 0 |
| I/O Buffers | 4 |
| GR Util All Layers | 24.7% |
| Fin area | 92600 um^2 |
| Sequential Area | 62800 um^2 |
| Mux cell area share | 14.8% |
| Die H | 457 um |
| Post-route minimum period | 13.09 ns |
| Share of layout cells above drive strength 1 | 19.7% |
| Synth cell types | 70 |
| Register pins left without a clock | 3 |
| Status | completed |
| Synth Register Bits | 2109 |
| Worst Setup Start Kind | input port |
| Drt wl/cell | about 32 um |
| DP Wirelength | 146 mm |
| TritonCTS clock tree | built |
| P&R area growth vs syn | 11.9% |
| RSZ-0062 raised after global routing | no |
| Gpl congestion | about 0.98 |
| R2r setup slk | 45.02 ns |
| PwrDens | between 30 and 40 nW/um^2 |
| Tool warning count | 30 |
| CTS max path bufs | 3 |
| R2r worst-path depth | 10 |
| Max-cap violations | 0 |
| Biggest area cells | edfxtp_1 (74%), mux4_2 (10%), mux2i_1 (3.3%), nor2_1 (1.4%), dfxtp_1 (1.4%) |
| Vias per cell | 5.89 |
| Crit path from | rst_n |
| Clock tree root buffer cell | clkbuf_16 |
| H-tree depth | 4 |
| Simple share | 3.76% |
| Die extent in x | 457 um |
| Final ANT Viol Nets | 0 |
| Syn avg cell area | 19.8 um^2 |
| Endpoints left unconstrained | 3 |
| FMAX | 76.4 MHz |
| Largest net degree at the start of global routing | 100 |
| Highest-count logic cell in the final layout | edfxtp_1 |
| # resized after CTS | 0 |
| Period utilization | 26.2% |
| Max VDD drop | between 0.03 and 0.04 mV |
| Crit path kind | input port to flop |
| Fillcell total | 17000 |
| Final Setup Violations | 0 |
| Hold-fix buffers at CTS | 0 |
| Crit-path max FO | 49 |
| First-pass GRT wire length | roughly 330 mm |
| Xor/xnor share | 0.0317% |
| Total congestion overflow | 0 |
| Area leader, netlist | edfxtp_1 |
| Hold Vio Cnt, Final | 0 |
| R2R Path End | Ram.dout[1] |
| Synth logic family | multiplexers |
| Placed Area | 85900 um^2 |
| Vias | 42200 |
| Initial antenna violation count | 6 |
| Synthesized-area fraction occupied by adder cells | 0.0907% |
| Worst slew pin tran | between 1 and 1.5 ns |
| FP Util | 40.4% |
| Post-CTS Setup Inserts | 0 |
| Logic area | 18400 um^2 |
| Row Count | 166 |
| Num ports | 5 |
| Core Region | about 210000 um^2 |
| Clk_skew | 0.0639 ns |
| FFs w/ async S/R, synth | 0% |
| Relative slew slack | about a quarter |
| Top Layout Cells | edfxtp_1 (2048), mux4_2 (382), nor2_1 (314), mux2i_1 (274), clkbuf_16 (207) |
| Flip-flops with a built-in enable | 2048 |
| Setup_tns | 0 ns |
| Initial DRC Count | 3038 |
| Crit path to | Ram.mem[153][0] |
| Antenna diode count | 0 |
| Worst Hold Class | flop to flop |
| Worst skew pair latency | a little under 0.9 ns |
| Synthesis Warnings | 4 |
| Total die size | ~210000 um^2 |
| Clock slew at reported path FFs | 0.06 ns |
| Yosys cell count | 4186 |
| DR DRC count | 0 |
| Drt total wl | 232 mm |
| Drt first pass iters | 6 |
| Synthesized instance count | 4186 |
| CP Data Required Time | 50.48 ns |
| AO/OA Area Share | 3.50% |
| Max-area cell share | 74.3% |
| Syn Std Cell Area | ~83000 um^2 |
| RR Startpoint | Ram.addr_rd[0] |
| Vias in the first global route | 46900 |
| CP Data Arrival Time | around 14 ns |
| Crit. End Element | flop |
| Leakage Power | between 20 and 30 nW |
| Ys flop type | edfxtp_1 |
| CTS buffer count | about 210 |
[final cells by class]
| cell class | count | share of cell area, % |
|---|---|---|
| inverter | 9 | 0.0419 |
| clock buffer | 253 | 5.81 |
| multi-input combinational | 1814 | 19.8 |
| tap | 2688 | 3.63 |
| sequential | 2109 | 67.7 |
| clock inverter | 132 | 1.49 |
| timing repair buffer | 158 | 1.45 |
[cells in the mapped netlist, types with 13 or more instances]
cell and n:
a2111oi_0 21, a211oi_1 33, a21boi_0 19, a21oi_1 52
a22o_1 13, a22oi_1 22, a31oi_1 17, and2_1 13
buf_12 13, buf_2 59, buf_4 22, buf_6 31
buf_8 16, clkbuf_1 101, dfxtp_1 58, edfxtp_1 2048
mux2i_1 274, mux4_1 30, mux4_2 382, nand2_1 160
nand3_1 37, nor2_1 316, nor2b_1 30, nor3_1 62
nor4_1 22, o21ai_0 35, o221ai_1 42, o22ai_1 89
[layer usage]
layer  track usage, %  up-vias  routed length [um]
met2             34.3     3166              104000
li1                 -    17500                   -
met1             28.9    21100               74000
met4             7.69       28                9660
met3             20.9      480               43800
met5             2.18        -                 613
[cell families after synthesis]
family | count (synthesis)
adder cells (fa/ha/maj) | 6
multiplexers | 694
buffers and inverters | 263
XOR/XNOR | 3
flip-flops | 2106
latches | 3
AND-OR/OR-AND | 408
AND/OR/NAND/NOR | 703
[sequential cells by signal (all words and copies together) (netlist names)]
| signal | count |
|---|---|
| Ram.dout | 8 |
| Ram.mem | 2048 |
| SPI.rx_valid | 1 |
| SPI.rx_data | 10 |
| Ram.addr_rd | 8 |
| SPI.cs | 3 |
| Ram.addr_wr | 8 |
| SPI.MISO | 1 |
| SPI.ns | 3 |
| SPI.internal_data | 10 |
| SPI.counter2 | 3 |
| SPI.ADD_or_DATA | 1 |
| SPI.counter1 | 4 |
| Ram.tx_valid | 1 |
[worst max-delay path: stages]
cell,delay (ns)
buf_2,0.08
buf_4,0.46
nand2_1,0.44
nor2_1,0.49
nand3_1,0.93
buf_4,0.55
nor2_1,0.57
[power by group]
part	switching (W)	internal, W	leakage, nW
registers	0.000000138	0.00190	19.5
logic	0.00000152	0.000000930	5.21
clock network	0.000665	0.000869	3.29
[how the worst min path moves through the flow]
| stage | startpoint | endpoint | slack, ns | cells after the start |
|---|---|---|---|---|
| CTS | SPI.internal_data[0] | SPI.rx_data[0] | 0.46 | 2 |
| global route | SPI.internal_data[0] | SPI.rx_data[0] | 0.48 | 2 |
| finish | SPI.internal_data[0] | SPI.rx_data[0] | 0.47 | 2 |
[stage by stage]
step / hold WS [ns] / power, W / utilization (%) / std cells / worst slack [ns]
after CTS: 0.464 / 0.00347 / 45.1 / 7163 / 37.24
after global placement: 0.447 / 0.00194 / 41.9 / 6778 / 36.59
after floorplan: 0.430 / 0.00194 / - / 4186 / 37.92
final: 0.465 / 0.00344 / 45.1 / 7163 / 36.91
after global routing: 0.482 / 0.00353 / 45.1 / 7163 / 36.89
after detailed placement: 0.453 / 0.00194 / 41.9 / 6778 / 36.44
Power is estimated from default activity; no workload was simulated.
